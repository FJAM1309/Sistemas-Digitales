==> design.v <==
module JRC (
input iClk,  
output reg [3:0]oQ = 4'b0000  
);
reg [2:0] rCounter_Q = 3'b111;
reg [2:0] rCounter_S = 3'b000;
reg [2:0] rClear_S = 3'b000;
reg [2:0] rClear_Q = 3'b000;
always @ (posedge iClk)
begin
	rCounter_Q <= rCounter_S;	 
	rClear_S <= rClear_Q;		 
end
always @ *
begin
	rCounter_S = rCounter_Q + 1'b1;
	case ( rCounter_Q )
		3'd0 : oQ = 4'd0;  
		3'd1 : oQ = 4'd8;  
		3'd2 : oQ = 4'd12;  
		3'd3 : oQ = 4'd14;  
		3'd4 : oQ = 4'd15;  
		3'd5 : oQ = 4'd7;  
		3'd6 : oQ = 4'd3;  
		3'd7 : oQ = 4'd1;  
	endcase
end
endmodule 
==> run.sh <==
#!/bin/bash
# OpenROAD 26Q1-2900-gdf79404cd8, Yosys 0.63+post, stock flow scripts
make -C /OpenROAD-flow-scripts/flow DESIGN_CONFIG=/design/flow/config.mk WORK_HOME=/design/flow/orfs finish
==> config.mk <==
export PLATFORM = sky130hd
export DESIGN_NAME = JRC
export DESIGN_NICKNAME = JRC
export VERILOG_FILES = /design/flow/design.v
export SDC_FILE = /design/flow/constraint.sdc
export NUM_CORES = 4
export LEC_CHECK = 1
export CORE_AREA = 10 10 70 70
export DIE_AREA = 0 0 80 80
==> constraint.sdc <==
current_design JRC

set clk_period 1.9
set clk_io_pct 0.2

create_clock -name clk0 -period $clk_period [get_ports {iClk}]

set non_clock_inputs [all_inputs -no_clocks]
set_input_delay [expr $clk_period * $clk_io_pct] -clock clk0 $non_clock_inputs
set_output_delay [expr $clk_period * $clk_io_pct] -clock clk0 [all_outputs]
==> flow_summary_export.csv <==
group,metric,value,unit
status,outcome,"finished clean",
detailed_routing,vias,114,
hold_path,hp-class,"reg2reg",
synth,yosys-stat-area,160,sq um
final_timing,finalWorstSetupSlack,102,ps
final_timing,layout_min_cycle_time,1800,ps
detailed_routing,post_drt_wl_per_cell,4.84,microns
detailed_routing,drt_pass1_iterations,1,
global_routing,grt_overflow,0,
setup_path,crit_arrival,1420,ps
pwr,irDropWorstVdd,121,uV
run,drv_cap,0,
setup_path,critPathLaunchType,"register",
setup_path,path_max_fanout,4,
clock_tree,clkSinkCount,3,
setup_path,crit_path_cell_trace,"ha_2, nor2_1, a21oi_1, clkdlybuf4s50_1",
synth,postSynthCellCount,16,
final_layout,largestRegisters,"rCounter_Q x3",
synth,yosysCellCount,16,
floorplan,rows,21,
final_timing,max_freq,0.556,GHz
detailed_routing,antennaDiodeCount,0,
detailed_routing,vias_per_cell,1.65,
synth,yosys_warnings,1,
placement,dpl_cell_area,250,sq um
final_timing,rsz0062_at_grt,"false",
final_timing,fin_tns_setup,0,ps
floorplan,dieArea,0.00640,sq mm
detailed_routing,drc,0,
pwr,clockPowerShare,63.3,%
final_timing,drv_slew,0,
final_timing,finalClockPeriodUsage,94.6,%
floorplan,io_pins,5,
detailed_routing,ant_nets,0,
pwr,powerDensity,616,mW/mm^2
pwr,intPower,142,uW
detailed_routing,drt_iter0_markers,0,
synth,ys_types,9,
floorplan,die.size.y,80,microns
floorplan,fp-utilization,4.69,%
pwr,p_leak,0.000122,uW
synth,synthesis.area,160,sq um
floorplan,die_w,80,microns
clock_tree,post_cts_buffers,0,
placement,portBuffers,4,
clock_tree,hold_buffers,0,
detailed_routing,wirelength,334,microns
synth,largest_area_cell,"dfxtp_1",
synth,synthArstFlopShare,0,%
global_routing,grt_antenna_before_repair,0,
final_timing,worstMarginPinSlew,225,ps
pwr,p_switching,30.7,uW
pwr,swShare,17.8,%
final_timing,finalHoldViolCount,0,
final_timing,slew_headroom,85.0,%
global_routing,grt_usage,1.23,%
synth,syn_avg_cell_area,10.0,sq um
synth,synth_top_cell_by_count,"ha_1",
synth,top_cells_by_area,"dfxtp_1 (38%), ha_1 (31%), xor2_1 (11%)",
final_layout,final_area,280,sq um
final_timing,finClkSkew,1.50,ps
placement,dp_cells,65,
run,log.warning_count,28,
synth,ys.flop_type,"dfxtp_1",
setup_path,end_kind,"output port",
synth,common_cells,"ha_1 (4), dfxtp_1 (3), inv_1 (2), xor2_1 (2)",
pwr,p_total,173,uW
synth,synth_top_area_share,37.5,%
final_layout,largest_register_ffs,3,
clock_tree,clock_tree.buffer_depth,2,
pwr,p_seq_share,36.7,%
setup_path,cp_data_required_time,1520,ps
clock_tree,path_clk_slew,30,ps
global_routing,grt_pass1_wl,552,microns
pwr,p_comb_share,0,%
global_routing,grt_pass1_vias,130,
final_layout,largest_register,"rCounter_Q",
synth,ys_seq_share,37.5,%
final_layout,finalNonFillerCells,69,
final_timing,finalSetupViolCount,0,
clock_tree,root_buffer,"clkbuf_4",
clock_tree,cts_inserted_buffers,3,
placement,pre_cts_ws,228,ps
setup_path,crit_type,"reg2out",
final_layout,drive_gt1_share,26.1,%
clock_tree,cts_tree,"yes",
setup_path,critPathMaxStageDelay,480,ps
synth,ys.flops,3,
placement,place.gp.congestion,0.653,
setup_path,cp_slowest_cell,"clkdlybuf4s50_1",
global_routing,grt_max_degree,8,
floorplan,core,0.00342,sq mm
clock_tree,clock.latency.late_pin,230,ps
final_layout,synthToLayoutAreaGrowth,75.0,%
synth,edf_count,0,
clock_tree,h-tree-depth,1,
## layout by cell type, fill, tap and decap left out, drive strengths merged
cell           synthesis  final
dlygate4sd2            0      1
inv                    2      2
clkdlybuf4s50          0      3
nand2                  1      1
a21oi                  1      1
xor2                   2      2
o21ai                  1      1
clkbuf                 0      4
nor2                   1      1
dfxtp                  3      3
ha                     4      4
## final timing paths
check                              startpoint             to  slack [ps]  cells after the start
worst max-delay path            rCounter_Q[1]          oQ[1]         100                      4
worst min register to register  rCounter_Q[0]  rCounter_Q[0]         450                      1
worst max register to register  rCounter_Q[0]  rCounter_Q[1]        1100                      2
worst min-delay path            rCounter_Q[0]  rCounter_Q[0]         450                      1
## layout make-up
cell class                 instances  area (sq um)
fill                             410          3140
multi-input combinational         10          87.6
sequential                         3          62.6
tap                               46          57.6
timing repair buffer               4          38.8
clock buffer                       4          26.3
inverter                           2          7.51
## cell families (layout without fill, tap and decap cells)
family          count (synthesis)  in the layout  share of synthesized area [%]
xor+xnor                        2              2                           10.9
compound gates                  2              2                           6.24
flops                           3              3                           37.5
fa+ha+maj                       4              4                           31.3
buf+inv                         3             10                           9.38
simple gates                    2              2                           4.68
## per-layer routing
metal / part of all wire [%] / up-vias / wire, microns / GRT usage (%)
li1: - / 61 / - / -
met1: 34 / 47 / 112 / 0.931
met2: 37 / 6 / 125 / 1.28
met3: 29 / 0 / 96 / 2.39
met4: 0 / 0 / 0 / 0.352
met5: 0 / - / 0 / 0
## per-stage QoR
stage	util, %	hold slack, ps
after floorplan	-	420
after global placement	7.33	433
after detailed placement	7.33	445
after CTS	8.10	454
after global routing	8.21	479
final	8.21	454
## critical path: cells and delay by family (launching register included)
kind,cells,cell delay [ps]
adders and majority gates,1,190
buffers and inverters,1,480
and+or+nand+nor,1,40
DFF,1,350
AOI/OAI and AO/OA,1,120
## power by group through the flow
| stage | combinational [uW] | clock (uW) | sequential [uW] |
|---|---|---|---|
| CTS | 0.0000851 | 115 | 63.3 |
| global route | 0.0000820 | 129 | 63.2 |
| finish | 0.0000820 | 109 | 63.4 |
## repair_timing
item                                    4_1_cts  5_1_grt
endpoints found under the setup margin        1        1
pin swaps                                     0        0
gates cloned                                  0        0
resized                                       2        2
No activity file was given, so power comes from the tool's default toggle rates.
