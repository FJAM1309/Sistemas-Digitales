--- flow/run.sh ---
#!/bin/bash
# OpenROAD 26Q1-2900-gdf79404cd8, Yosys 0.63+post, stock flow scripts
make -C /OpenROAD-flow-scripts/flow DESIGN_CONFIG=/design/flow/config.mk WORK_HOME=/design/flow/orfs finish
--- flow/config.mk ---
export PLATFORM = sky130hd
export DESIGN_NAME = AV
export DESIGN_NICKNAME = AV
export VERILOG_FILES = /design/flow/design.v
export SDC_FILE = /design/flow/constraint.sdc
export NUM_CORES = 4
export LEC_CHECK = 1
export CORE_AREA = 10 10 70 70
export DIE_AREA = 0 0 80 80
--- flow/constraint.sdc ---
current_design AV

set clk_period 1.3
set clk_io_pct 0.2

create_clock -name clk0 -period $clk_period [get_ports {iClk}]

set non_clock_inputs [all_inputs -no_clocks]
set_input_delay [expr $clk_period * $clk_io_pct] -clock clk0 $non_clock_inputs
set_output_delay [expr $clk_period * $clk_io_pct] -clock clk0 [all_outputs]
--- flow/design.v ---
module AV (
	input iClk,
	input iSignal,
	output [7:0]oVector
);
reg [7:0]rVector_D = 8'd0;
reg [7:0]rVector_Q = 8'd0;
reg [3:0]rCount_D;
reg [3:0]rCount_Q;
assign oVector = rVector_Q;
always @ (posedge iClk)
begin
	rVector_Q <= rVector_D;
	rCount_Q <= rCount_D;
end
always @ *
begin
	if(rCount_Q < 4'd8)
	begin
		rVector_D[rCount_Q] = iSignal;
		rCount_D = rCount_Q + 4'd1;
	end
	else
	begin
		rCount_D = 4'd0;
	end
end
endmodule
==> ds_physical_params.txt <==
Physical implementation characteristics

Parameter                              Value

Setup path
  Critical path cell sequence    dlygate4sd2_1
  Slowest stage delay, CP    0.30 ns
  Crit-path max FO    1
  Category of the worst setup path launch point    flip-flop
  Worst flop-to-flop path startpoint    rCount_Q[0]
  CP Data Required Time    1.04 ns
  Cell count along the critical path    1
  Register-to-register setup slack    0.29 ns
  Gate family responsible for the most delay along the worst path    flip-flops
  Worst setup path startpoint    rVector_Q[0]
  Worst reg-to-reg path cell count    3
  Critical path buffers and inverters    1
  Critical register-to-register path endpoint    rCount_Q[1]
  Type of destination of the critical path    output port
  Cell with the largest stage delay on the worst path    sky130_fd_sc_hd__dfxtp_1
  Setup Crit Path Kind    flip-flop to output port
  Data arrival time at the worst-slack endpoint    0.80 ns
  Critical Path End    oVector[0]

Clock tree
  Insertion delay at the late pin of the worst-skew pair    0.27 ns
  CTS HTree Levels    1
  TritonCTS buffer count    3
  Maximum root-to-sink buffer count    2
  CTS tree    built
  Clock transition time at the flip-flop clock pins of the worst setup and hold paths    0.08 ns
  Cell at the root of the clock tree    sky130_fd_sc_hd__clkbuf_4
  Post-CTS Hold Fix Bufs    0

Global route
  Congestion Overflow GR    0
  Initial antenna violation count    0
  Aggregate global-route resource usage    2.15%
  First-pass GRT wire length    1080 um
  Maximum number of pins on one net before global-route repair    9
  Number of global-route vias before repair    253

Floorplan
  Std-Cell Rows    21
  Die Height    80 um
  CORE AREA    0.00342 mm2
  Core Util at FP    14.5%
  Chip area    0.00640 mm2
  Chip width    80 um
  Count of pins on the block boundary    10

Pwr
  Leakage component of the power    0.326 nW
  Portion of total power attributed to combinational logic    0.8%
  Net switching power    0.000122 W
  Clock power frac    43.5%
  Sequential power share    55.7%
  Internal power of the cells    0.000543 W
  Worst supply voltage drop on vdd    268 uV
  Pwr dens    968 mW/mm2
  Switching share of power    18.3%

STA
  Register pins left without a clock    8
  Setup repair after global routing missed its margin    no
  Crit path time final    1.06 ns
  Final setup violating endpoints    0
  Endpoints left unconstrained    16
  Relative slew margins    84.9%
  Count of endpoints failing hold in the final timing report    0
  Setup total negative slack    0 ns
  Highest clock frequency the design can meet    943 MHz
  Count of final max-slew check failures    0
  Clk_skew    0.000352 ns
  Actual slew at the worst max-slew pin    0.225 ns
  Period utilisation layout    81.6%

Hold path
  Kind of path behind the tightest hold check    flip-flop to flip-flop

Yosys
  Instance tally after logic synthesis    41
  Post-synthesis share of cell area spent on xor and xnor gates    1.77%
  Multiplexer share of the synthesized area    0%
  Number of warnings reported in the yosys synthesis log    1
  Main area contributors after synthesis    sky130_fd_sc_hd__dfxtp_1 49%, sky130_fd_sc_hd__dlxtn_1 24%, sky130_fd_sc_hd__ha_1 10%, sky130_fd_sc_hd__nand2_1 6.1%, sky130_fd_sc_hd__nor2b_4 2.8%
  Syn avg cell area    12.1 um2
  Netlist Area Pre-Place    494 um2
  Chip Area, Yosys    494 um2
  Largest non-sequential cell family by area    simple AND/OR/NAND/NOR gates
  Simple-gate area share of the yosys netlist    13.7%
  Adder-Cell Fraction of Synth Area    10.1%
  Total of flip-flops plus latches after synthesis    20
  Area share, top type    48.6%
  Unique cell types    10
  Compound-cell area share of the yosys netlist    0%
  Cell count in the Yosys report    41
  Cell taking the most area after synthesis    sky130_fd_sc_hd__dfxtp_1

Drt
  Number of design-rule violations left by the first detailed-router iteration    16
  Via total after detailed routing    286
  Antenna diode instance count    0
  Per-cell routed wire length    6.84 um
  Total Routed Length    684 um
  Number of DRC violations after detailed routing    0
  First-pass DRT Iterations    2
  Routed vias/inst    2.86
  Post-route antenna net violation count    0

Flow run
  Maximum Capacitance Violations    0
  Stage-log warning count    28

Finish
  Area of all placed cells without fillers    687 um2
  Share of layout cells above drive strength 1    14.8%
  Layout overhead on the synthesized area    39.0%

Placement
  Post-detailed-placement cell area    642 um2
  Detailed-placement wirelength estimate    535 um
  Number of port buffers    9
  Last weighted congestion value of the routability-driven placer    0.725

Status
  Outcome    finished clean
==> placed cells by master, fill, tap and decap left out <==
master and instances:
sky130_fd_sc_hd__dfxtp_1 9, sky130_fd_sc_hd__nand2_1 8, sky130_fd_sc_hd__dlxtn_1 8, sky130_fd_sc_hd__ha_1 4, sky130_fd_sc_hd__dlygate4sd2_1 4, sky130_fd_sc_hd__dlymetal6s2s_1 4
sky130_fd_sc_hd__nor2_1 3, sky130_fd_sc_hd__clkbuf_4 3, sky130_fd_sc_hd__dfxtp_2 3, sky130_fd_sc_hd__inv_1 2, sky130_fd_sc_hd__nor2b_4 1, sky130_fd_sc_hd__xnor2_1 1
sky130_fd_sc_hd__and3_1 1, sky130_fd_sc_hd__nor2b_1 1, sky130_fd_sc_hd__clkbuf_8 1, sky130_fd_sc_hd__clkdlybuf4s50_1 1
==> metrics by stage <==
step | util (%) | setup slack, ns | std cells | power [W] | hold WS, ns
floorplan | - | 0.369 | 41 | 0.000379 | 0.426
global placement | 18.8 | 0.298 | 96 | 0.000384 | 0.452
detailed placement | 18.8 | 0.285 | 96 | 0.000384 | 0.467
CTS | 19.7 | 0.00142 | 100 | 0.000674 | 0.486
global route | 20.1 | 0.196 | 100 | 0.000697 | 0.510
finish | 20.1 | 0.239 | 100 | 0.000665 | 0.477
==> synthesized netlist by cell type <==
library cell and n:
sky130_fd_sc_hd__nor2b_4 1, sky130_fd_sc_hd__nor2_1 3, sky130_fd_sc_hd__xnor2_1 1, sky130_fd_sc_hd__nor2b_1 1, sky130_fd_sc_hd__and3_1 1, sky130_fd_sc_hd__nand2_1 8, sky130_fd_sc_hd__inv_1 2, sky130_fd_sc_hd__ha_1 4
sky130_fd_sc_hd__dfxtp_1 12, sky130_fd_sc_hd__dlxtn_1 8
==> timing repair <==
action	in CTS	in global routing
resized	4	7
endpoints found under the hold margin	0	0
setup endpoints to repair	4	4
setup buffers	0	0
==> registers in the layout (all words and copies together) (netlist names) <==
register	flops
rVector_Q	8
rVector_D	8
rCount_Q	4
==> per-layer routing <==
layer	vias up	share of wire, %	wire length (um)	GRT usage (%)
met4	0	0	0	0.176
met1	125	47	324	2.45
met2	11	38	259	2.73
li1	150	-	-	-
met5	-	0	0	0
met3	0	15	100	2.39
==> cells by family (layout without fill, tap and decap cells) <==
group         count (synthesis)  count (layout)
xor+xnor                      1               1
fa+ha+maj                     4               4
buf+inv                       2              15
flops                        12              12
latches                       8               8
simple gates                 14              14
==> worst min-delay path by stage <==
| stage | cells after the start | startpoint | endpoint |
|---|---|---|---|
| 4_1_cts | 1 | rCount_Q[0] | rCount_Q[0] |
| 5_1_grt | 1 | rCount_Q[0] | rCount_Q[0] |
| 6_report | 1 | rCount_Q[0] | rCount_Q[0] |
==> final cells by class <==
| class | instances | area (um2) |
|---|---|---|
| Sequential cell | 20 | 364 |
| Fill cell | 374 | 2730 |
| Timing Repair Buffer | 9 | 95.1 |
| Clock buffer | 4 | 36.3 |
| Tap cell | 46 | 57.6 |
| Multi-Input combinational cell | 19 | 126 |
| Inverter | 2 | 7.51 |
==> power groups by stage <==
stage | Sequential, W | Clock [W] | Combinational [W]
4_1_cts | 0.000370 | 0.000299 | 0.00000549
5_1_grt | 0.000370 | 0.000321 | 0.00000605
6_report | 0.000370 | 0.000289 | 0.00000532
No activity file was given, so power comes from the tool's default toggle rates.
